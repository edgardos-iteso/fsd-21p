File: design/flow/design.v
module bin7segLUT(
  input A,
  input B,
  input C,
  input D,
  output a,
  output b,
  output c,
  output d,
  output e,
  output f,
  output g
);
  reg [6:0] seg7;
  assign {a, b, c, d, e, f, g} = seg7;
  always @ * begin
    case ({D, C, B, A})
      4'b0000: seg7 = 7'b0000001;
      4'b0001: seg7 = 7'b1001111;
      4'b0010: seg7 = 7'b0010010;
      4'b0011: seg7 = 7'b0000110;
      4'b0100: seg7 = 7'b1001100;
      4'b0101: seg7 = 7'b0100100;
      4'b0110: seg7 = 7'b0100000;
      4'b0111: seg7 = 7'b0001111;
      4'b1000: seg7 = 7'b0000000;
      4'b1001: seg7 = 7'b0000100;
      4'b1010: seg7 = 7'b0001000;
      4'b1011: seg7 = 7'b1100000;
      4'b1100: seg7 = 7'b0110001;
      4'b1101: seg7 = 7'b1000010;
      4'b1110: seg7 = 7'b0110000;
      4'b1111: seg7 = 7'b0111000;
      default: seg7 = 7'b1111111;
    endcase
  end
endmodule
module countCompare
#(
  parameter NBITS = 8
)
(
  input	clk,
  input rst,
  input	[NBITS-1:0] compareValue,
  output reg equal
);
  reg [NBITS-1:0] counter;
  always @ (negedge rst or posedge clk) begin
    if (!rst) begin
      counter <= {NBITS{1'b0}};
    end
    else begin
      if (equal) begin
        counter <= {NBITS{1'b0}};
      end
      else begin
        counter <= counter + 1'b1;
      end
    end
  end
  always @ (compareValue or counter) begin
    if (counter == compareValue) begin
      equal = 1'b1;
    end
    else begin
      equal = 1'b0;
    end
  end
endmodule
module uartRX
(
  clk,
  rst,
  serialRX,
  dataRX,
  done,
  busy
);
  parameter CLKCOUNTER = 10_417;  
  parameter NBITS_COUNTER = 14;  
  localparam IDLE = 3'b000;
  localparam RX_START = 3'b001;
  localparam RX_DATA = 3'b011;
  localparam RX_STOP = 3'b010;
  localparam DONE = 3'b110;
  input clk;
  input rst;
  input serialRX;
  output reg [7:0] dataRX;
  output reg done;
  output reg busy;
  reg [7:0] rDataRX;
  reg [2:0] rDataIdx;
  reg [2:0] rState;
  reg [NBITS_COUNTER-1:0] rClkCounter;
  always @ (posedge clk or negedge rst) begin
    if (!rst) begin
      rState <= IDLE;
      rClkCounter <= {NBITS_COUNTER{1'b0}};
      rDataRX <= 8'd0;
      rDataIdx <= 3'd0;
      dataRX <= 8'b0;
    end
    else begin
      case (rState)
        IDLE: begin
          rClkCounter <= {NBITS_COUNTER{1'b0}};
          rDataRX <= 8'd0;
          rDataIdx <= 3'd0;
          if (!serialRX) begin
            rState <= RX_START;
          end
          else begin
            rState <= IDLE;
          end
        end
        RX_START: begin
          if (rClkCounter < (CLKCOUNTER/2)) begin
            rClkCounter <= rClkCounter + 1'b1;
            rState <= RX_START;
          end
          else begin
            rClkCounter <= {NBITS_COUNTER{1'b0}};
            if (!serialRX) begin
              rState <= RX_DATA;
            end
            else begin
              rState <= IDLE;
            end
          end
        end
        RX_DATA: begin
          if (rClkCounter < CLKCOUNTER) begin
            rClkCounter <= rClkCounter + 1'b1;
            rState <= RX_DATA;
          end
          else begin
            rClkCounter <= {NBITS_COUNTER{1'b0}};
            rDataRX[rDataIdx] <= serialRX;
            if (rDataIdx < 7) begin
              rDataIdx = rDataIdx + 1'b1;
              rState <= RX_DATA;
            end
            else begin
              rDataIdx <= 3'd0;
              rState <= RX_STOP;
            end
          end
        end
        RX_STOP: begin
          if (rClkCounter < CLKCOUNTER) begin
            rClkCounter <= rClkCounter + 1'b1;
            rState <= RX_STOP;
          end
          else begin
            rClkCounter <= {NBITS_COUNTER{1'b0}};
            rState <= DONE;
            dataRX = rDataRX;
          end
        end
        DONE: begin
          rState <= IDLE;
        end
        default: begin
          rState <= IDLE;
        end
      endcase
    end
  end
  always @ (*) begin
    case (rState)
      IDLE: begin
        done <= 1'b0;
        busy <= 1'b0;
      end
      RX_START: begin
        done <= 1'b0;
        busy <= 1'b1;
      end
      RX_DATA: begin
        done <= 1'b0;
        busy <= 1'b1;
      end
      RX_STOP: begin
        done <= 1'b0;
        busy <= 1'b1;
      end
      DONE: begin
        done <= 1'b1;
        busy <= 1'b0;
      end
      default: begin
        done <= 1'b0;
        busy <= 1'b0;
      end
    endcase
  end
endmodule  
module uartRXBasys3
(
  clk,
  btnD,
  RsRx,
  seg,
  dp,
  an,
  led
);
  parameter NBITS_COMPARE = 26;
  parameter COMPARE = 100_000;  
  input clk;
  input btnD;
  input RsRx;
  output [6:0] seg;
  output dp;
  output reg [3:0] an;
  output wire [1:0] led;
  wire [7:0] wDataRX;
  wire rst = !btnD;
  uartRX UART
  (
    .clk (clk),
    .rst (rst),
    .serialRX (RsRx),
    .dataRX (wDataRX),
    .done (led[0]),
    .busy (led[1])
  );
  wire equal2ms;
  reg [1:0] selDispTrans;
  reg [3:0] BCD;
  countCompare
  #(
    .NBITS(NBITS_COMPARE)
  ) COUNTCOMPARE
  (
    .clk (clk),
    .rst (rst),
    .compareValue (COMPARE),
    .equal (equal2ms)
  );
  always @ (posedge clk or negedge rst) begin
    if (!rst) begin
      selDispTrans = 2'b00;
    end
    else begin
      if (equal2ms) begin
        selDispTrans = selDispTrans + 1'b1;
      end
    end
  end
  always @ * begin
    case (selDispTrans)
      0: begin
        BCD = wDataRX[3:0];
        an = 4'b1110;
      end
      1: begin
        BCD = wDataRX[7:4];
        an = 4'b1101;
      end
      default: begin
        BCD = 4'd0;
        an = 4'b1111;
      end
  	endcase
  end
  bin7segLUT DEC7SEG
  (
    .A (BCD[0]),
    .B (BCD[1]),
    .C (BCD[2]),
    .D (BCD[3]),
    .a (seg[0]),
    .b (seg[1]),
    .c (seg[2]),
    .d (seg[3]),
    .e (seg[4]),
    .f (seg[5]),
    .g (seg[6])
  );
  assign dp = 1'b1;
endmodule
File: design/flow/constraint.sdc
current_design uartRXBasys3

set clk_period 5.6
set clk_io_pct 0.2

create_clock -name clk0 -period $clk_period [get_ports {clk}]

set non_clock_inputs [all_inputs -no_clocks]
set_input_delay [expr $clk_period * $clk_io_pct] -clock clk0 $non_clock_inputs
set_output_delay [expr $clk_period * $clk_io_pct] -clock clk0 [all_outputs]
File: design/flow/config.mk
export PLATFORM = sky130hd
export DESIGN_NAME = uartRXBasys3
export DESIGN_NICKNAME = uartRXBasys3
export VERILOG_FILES = /design/flow/design.v
export SDC_FILE = /design/flow/constraint.sdc
export NUM_CORES = 4
export LEC_CHECK = 1
export CORE_UTILIZATION = 30
File: design/flow/run.sh
#!/bin/bash
# OpenROAD 26Q1-2900-gdf79404cd8, Yosys 0.63+post, stock flow scripts
make -C /OpenROAD-flow-scripts/flow DESIGN_CONFIG=/design/flow/config.mk WORK_HOME=/design/flow/orfs finish
==> results.json <==
{
  "status": "finished clean",
  "layout_min_cycle_time_ns": 3.909,
  "setup_viol": 0,
  "yosysWarnings": 5,
  "topCombFamilyByArea": "simple AND/OR/NAND/NOR gates",
  "drt_iter0_drc": 124,
  "critPathMaxStageDelay_ns": 0.47,
  "clock.fmax_ghz": 0.2558,
  "place_area_mm2": 0.003991,
  "seq_power_share": 0.454,
  "place_hpwl_mm": 4.743,
  "vias_per_cell": 4.842,
  "ios": 17,
  "grt.total_usage": 0.1173,
  "ff_type": "dfrtp_1",
  "hold_path.class": "flop to flop",
  "combinationalPowerShare": 0.013,
  "clkPwrFrac": 0.533,
  "critPathKind": "flop to output pin",
  "synthCells": 395,
  "ys_sh_simple": 0.2071,
  "fp.dieW_um": 113.9,
  "grt_max_degree": 46,
  "fp-utilization": 0.3103,
  "syn_area_per_cell_um2": 9.515,
  "max-slew-margin-rel": 0.3668,
  "dp_cells": 559,
  "clk_latency_ns": 0.33,
  "cp_slowest_cell": "a22oi_1",
  "fin_crit_sh": 0.6980,
  "mux_area_frac": 0.05027,
  "yosysCellCount": 395,
  "grt_pass1_wl_mm": 12.32,
  "layout-drive-gt1-share": 0.1057,
  "end_kind": "output pin",
  "antenna_found_initial": 0,
  "cts_buffers": 9,
  "fp-row-count": 40,
  "power_density_mw_per_mm2": 245.3,
  "edf_count": 0,
  "leakagePower_uw": 0.001806,
  "ant_nets": 0,
  "adder_share": 0.04993,
  "die_h_um": 113.9,
  "rsz0062_at_grt": "false",
  "io_buffer_count": 13,
  "skew_ns": 0.007696,
  "p_sw_frac": 0.2057,
  "cp_cell_sequence": "inv_1 > ha_1 > a22oi_1 > inv_1 > ha_1 > mux4_2 > clkdlybuf4s50_1",
  "cts.repair.resized": 0,
  "final_cell_area_mm2": 0.004295,
  "wire_per_inst_um": 11.89,
  "cts.sinks": 66,
  "power_uw": 1054,
  "antennaDiodeCount": 0,
  "ys_seq_share": 0.4397,
  "tns_ns": 0,
  "synth_area_mm2": 0.003759,
  "coreArea_mm2": 0.01211,
  "p_switching_uw": 216.8,
  "slew_viol_final": 0,
  "place_congestion": 0.8412,
  "drc": 0,
  "vias": 2784,
  "worstPathRequired_ns": 4.48,
  "tool_warnings": 35,
  "cts-htree-levels": 3,
  "xor_share": 0.06758,
  "synthAoiAreaFrac": 0.1298,
  "cts_tree": "yes",
  "clkTransAtPathRegs_ns": 0.06,
  "ys_chip_area_mm2": 0.003759,
  "grt_pass1_vias": 2633,
  "cts_setup_buffers": 0,
  "intPower_uw": 836.9,
  "ctsLongestPathBuffers": 2,
  "crit_path_max_fanout": 6,
  "synth-seq-cells": 66,
  "ys_types": 53,
  "ir_worst_vdd_v": 0.0001331,
  "routed_wl_mm": 6.834,
  "final-instance-count-excl-fill": 575,
  "grt.overflow.total": 0,
  "root_buffer": "clkbuf_16",
  "hold_depth": 1,
  "cts_hold_buf": 0,
  "tightest_slew_ns": 0.9498,
  "fillers": 1218,
  "synthArstFlopShare": 1.000,
  "die_area_mm2": 0.01298,
  "reg2regPathDepth": 5,
  "finalHoldViolCount": 0,
  "maxCapViolCount": 0,
  "cp.arrival_ns": 2.79,
  "firstDrtPassIters": 6,
  "startpoint_type": "flop",
  "area_delta_synth_final_pct": 14.28
}
kinds of logic after synthesis:
group,after synthesis
other,1
AND/OR/NAND/NOR,154
XOR/XNOR,29
adder cells (fa/ha/maj),15
AND-OR/OR-AND,74
buffers and inverters,40
flip-flops,66
multiplexers,16
critical path, delay by kind of cell (launching register included):
kind | cells | cell delay, ns
multiplexers | 1 | 0.45
adder cells (fa/ha/maj) | 2 | 0.55
buffers and inverters | 3 | 0.65
AND-OR/OR-AND | 1 | 0.47
flip-flops | 1 | 0.34
per-stage QoR:
step,setup slack [ns],utilization,hold slack [ns]
6_report,1.691,0.3546,0.4681
5_1_grt,1.466,0.3546,0.5153
4_1_cts,1.683,0.3546,0.4747
3_5_place_dp,2.041,0.3295,0.4632
3_3_place_gp,2.146,0.3295,0.4679
2_1_floorplan,2.512,-,0.4299
cell usage in the layout (no fill, tap or decap), types with 7 or more instances in the layout:
cell / synthesis / routed
clkbuf_16: 0 / 9
clkdlybuf4s50_1: 0 / 13
dfrtp_1: 65 / 65
ha_1: 15 / 15
inv_1: 18 / 17
mux2_2: 13 / 13
nand2_1: 45 / 45
nand2b_1: 7 / 7
nand3_1: 18 / 18
nor2_1: 37 / 37
o211ai_1: 10 / 10
o21ai_0: 31 / 31
xnor2_1: 20 / 20
xor2_1: 9 / 9
area by class of cell:
class / instances / area, µm² / area share
well taps: 168 / 210.2 / 0.04894
clock inverters: 6 / 65.06 / 0.01515
multi-input cells: 291 / 1908 / 0.4442
repair buffers: 16 / 152.6 / 0.03554
flip-flops and latches: 66 / 1653 / 0.3848
inverters: 18 / 67.56 / 0.01573
clock buffers: 10 / 239.0 / 0.05564
power by group through the flow:
| stage | registers, µW | clock network [µW] | logic (µW) |
|---|---|---|---|
| after CTS | 478 | 578 | 15.0 |
| after global routing | 478 | 600 | 16.6 |
| final | 478 | 562 | 13.7 |
sequential cells by signal, indices dropped and copies added, names as in the netlist:
signal,count
COUNTCOMPARE.counter,26
UART.dataRX,8
UART.rClkCounter,14
UART.rDataIdx,3
UART.rDataRX,8
UART.rState,5
selDispTrans,2
cells in the mapped netlist (4+ instances only):
| cell type | n | area [µm²] |
|---|---|---|
| a21o_1 | 4 | 30.03 |
| a21oi_1 | 5 | 25.02 |
| a22o_1 | 4 | 35.03 |
| a22oi_1 | 4 | 30.03 |
| and2_1 | 4 | 25.02 |
| and3_1 | 5 | 31.28 |
| and4_1 | 6 | 52.55 |
| buf_4 | 12 | 90.09 |
| clkbuf_1 | 6 | 22.52 |
| dfrtp_1 | 65 | 1627 |
| ha_1 | 15 | 187.7 |
| inv_1 | 18 | 67.56 |
| mux2_2 | 13 | 146.4 |
| nand2_1 | 45 | 168.9 |
| nand2b_1 | 7 | 43.79 |
| nand3_1 | 18 | 90.09 |
| nand4_1 | 6 | 37.54 |
| nor2_1 | 37 | 138.9 |
| nor3_1 | 4 | 20.02 |
| nor4_1 | 4 | 25.02 |
| o211ai_1 | 10 | 75.07 |
| o21ai_0 | 31 | 155.2 |
| or3_1 | 5 | 31.28 |
| xnor2_1 | 20 | 175.2 |
| xor2_1 | 9 | 78.83 |
routing by layer:
| metal | GRT usage | share of wire | vias to the layer above | wire (µm) |
|---|---|---|---|---|
| li1 | - | - | 1384 | - |
| met3 | 0.02545 | 0.036 | 4 | 244 |
| met1 | 0.1770 | 0.50 | 1351 | 3400 |
| met5 | 0 | 0 | - | 0 |
| met4 | 0.009524 | 0.0056 | 0 | 38 |
| met2 | 0.1851 | 0.46 | 45 | 3151 |
final timing paths:
kind / startpoint / to / slack, ns
hold / removal: COUNTCOMPARE.counter[25] / COUNTCOMPARE.counter[25] / 0.47
hold reg to reg: COUNTCOMPARE.counter[25] / COUNTCOMPARE.counter[25] / 0.47
max in group asynchronous: btnD / UART.dataRX[7] / 3.53
setup reg to reg: UART.rClkCounter[8] / UART.rClkCounter[4] / 3.38
setup / recovery: selDispTrans[0] / seg[3] / 1.69
min in group asynchronous: btnD / COUNTCOMPARE.counter[17] / 1.14
Power and IR drop assume default switching activity.
