===== design/flow/config.mk =====
export PLATFORM = sky130hd
export DESIGN_NAME = uartLoopback
export DESIGN_NICKNAME = uartLoopback
export VERILOG_FILES = /design/flow/design.v
export SDC_FILE = /design/flow/constraint.sdc
export NUM_CORES = 4
export LEC_CHECK = 1
export CORE_UTILIZATION = 30

===== design/flow/constraint.sdc =====
current_design uartLoopback

set clk_period 4.5
set clk_io_pct 0.2

create_clock -name clk0 -period $clk_period [get_ports {clk}]

set non_clock_inputs [all_inputs -no_clocks]
set_input_delay [expr $clk_period * $clk_io_pct] -clock clk0 $non_clock_inputs
set_output_delay [expr $clk_period * $clk_io_pct] -clock clk0 [all_outputs]

===== design/flow/design.v =====
module uartLoopback
(
  clk,  
  rst,
  serialRX,
  serialTX
);
  input clk;
  input rst;
  input serialRX;
  output serialTX;
  wire doneUART;
  wire [7:0] dataUART;
  uartRX RX
  (
    .clk (clk),
    .rst (!rst),
    .serialRX (serialRX),
    .dataRX (dataUART),
    .done (doneUART)
  );
  uartTX TX
  (
    .i_clk (clk),
    .i_rst (!rst),
    .i_data ((dataUART + 1'b1)),
    .i_startTX (doneUART),
    .o_serialTX (serialTX)
  );
endmodule  
module uartRX
(
  clk,
  rst,
  serialRX,
  dataRX,
  done,
  busy
);
  parameter CLKCOUNTER = 10_417;  
  parameter NBITS_COUNTER = 14;  
  localparam IDLE = 3'b000;
  localparam RX_START = 3'b001;
  localparam RX_DATA = 3'b011;
  localparam RX_STOP = 3'b010;
  localparam DONE = 3'b110;
  input clk;
  input rst;
  input serialRX;
  output reg [7:0] dataRX;
  output reg done;
  output reg busy;
  reg [7:0] rDataRX;
  reg [2:0] rDataIdx;
  reg [2:0] rState;
  reg [NBITS_COUNTER-1:0] rClkCounter;
  always @ (posedge clk or negedge rst) begin
    if (!rst) begin
      rState <= IDLE;
      rClkCounter <= {NBITS_COUNTER{1'b0}};
      rDataRX <= 8'd0;
      rDataIdx <= 3'd0;
      dataRX <= 8'b0;
    end
    else begin
      case (rState)
        IDLE: begin
          rClkCounter <= {NBITS_COUNTER{1'b0}};
          rDataRX <= 8'd0;
          rDataIdx <= 3'd0;
          if (!serialRX) begin
            rState <= RX_START;
          end
          else begin
            rState <= IDLE;
          end
        end
        RX_START: begin
          if (rClkCounter < (CLKCOUNTER/2)) begin
            rClkCounter <= rClkCounter + 1'b1;
            rState <= RX_START;
          end
          else begin
            rClkCounter <= {NBITS_COUNTER{1'b0}};
            if (!serialRX) begin
              rState <= RX_DATA;
            end
            else begin
              rState <= IDLE;
            end
          end
        end
        RX_DATA: begin
          if (rClkCounter < CLKCOUNTER) begin
            rClkCounter <= rClkCounter + 1'b1;
            rState <= RX_DATA;
          end
          else begin
            rClkCounter <= {NBITS_COUNTER{1'b0}};
            rDataRX[rDataIdx] <= serialRX;
            if (rDataIdx < 7) begin
              rDataIdx = rDataIdx + 1'b1;
              rState <= RX_DATA;
            end
            else begin
              rDataIdx <= 3'd0;
              rState <= RX_STOP;
            end
          end
        end
        RX_STOP: begin
          if (rClkCounter < CLKCOUNTER) begin
            rClkCounter <= rClkCounter + 1'b1;
            rState <= RX_STOP;
          end
          else begin
            rClkCounter <= {NBITS_COUNTER{1'b0}};
            rState <= DONE;
            dataRX = rDataRX;
          end
        end
        DONE: begin
          rState <= IDLE;
        end
        default: begin
          rState <= IDLE;
        end
      endcase
    end
  end
  always @ (*) begin
    case (rState)
      IDLE: begin
        done <= 1'b0;
        busy <= 1'b0;
      end
      RX_START: begin
        done <= 1'b0;
        busy <= 1'b1;
      end
      RX_DATA: begin
        done <= 1'b0;
        busy <= 1'b1;
      end
      RX_STOP: begin
        done <= 1'b0;
        busy <= 1'b1;
      end
      DONE: begin
        done <= 1'b1;
        busy <= 1'b0;
      end
      default: begin
        done <= 1'b0;
        busy <= 1'b0;
      end
    endcase
  end
endmodule  
module uartTX
(
  i_clk,
  i_rst,
  i_data,
  i_startTX,
  o_busy,
  o_done,
  o_serialTX
);
  parameter CLK_DIVIDER = 10417;
  parameter NBITS_DIVIDER = 14;
  input i_clk;
  input i_rst;
  input [7:0] i_data;
  input i_startTX;
  output o_busy;
  output o_done;
  output o_serialTX;
  localparam IDLE = 3'b000;
  localparam TX_START_BIT = 3'b001;
  localparam TX_DATA_BITS = 3'b011;
  localparam TX_STOP_BIT = 3'b010;
  localparam DONE = 3'b110;
  reg [2:0] r_currentState;
  reg [2:0] r_nextState;
  reg [NBITS_DIVIDER-1:0] r_clkCounter;
  reg [2:0] r_txBitIdx;
  reg [7:0] r_txData;
  reg r_done;
  reg r_busy;
  reg r_bitTX;
  assign o_busy = r_busy;
  assign o_done = r_done;
  assign o_serialTX = r_bitTX;
  always @ (posedge i_clk or negedge i_rst) begin
    if (!i_rst) begin
      r_clkCounter <= {NBITS_DIVIDER{1'b0}};
      r_txBitIdx <= 3'b0;
      r_txData <= 8'b0;
      r_done <= 1'b0;
      r_busy <= 1'b0;
      r_bitTX <= 1'b1;
    end
    else begin
      case (r_currentState)
        IDLE: begin
          r_clkCounter <= {NBITS_DIVIDER{1'b0}};
          r_txBitIdx <= 4'b0;
          r_txData <= 8'b0;
          r_done <= 1'b0;
          if (i_startTX) begin
            r_txData <= i_data;
            r_busy = 1'b1;
          end
        end
        TX_START_BIT: begin
          r_bitTX <= 1'b0;
          if (r_clkCounter < CLK_DIVIDER-1) begin
            r_clkCounter <= r_clkCounter + 1'b1;
          end
          else begin
            r_clkCounter <= {NBITS_DIVIDER{1'b0}};
          end
        end
        TX_DATA_BITS: begin
          r_bitTX <= r_txData[r_txBitIdx];
          if (r_clkCounter < CLK_DIVIDER-1) begin
            r_clkCounter <= r_clkCounter + 1'b1;
          end
          else begin
            r_clkCounter <= {NBITS_DIVIDER{1'b0}};
            r_txBitIdx <= r_txBitIdx + 1'b1;
          end
        end
        TX_STOP_BIT: begin
          r_bitTX <= 1'b1;
          if (r_clkCounter < CLK_DIVIDER-1) begin
            r_clkCounter <= r_clkCounter + 1'b1;
          end
          else begin
            r_clkCounter <= {NBITS_DIVIDER{1'b0}};
          end
        end
        DONE: begin
          r_done <= 1'b1;
          r_busy <= 1'b0;
        end
        default: ;
      endcase
    end
  end
  always @ ( posedge i_clk or negedge i_rst ) begin
    if (!i_rst) begin
      r_currentState <= IDLE;
    end
    else begin
      r_currentState <= r_nextState;
    end
  end
  always @ ( * ) begin
    case (r_currentState)
      IDLE: begin
        if (i_startTX) begin
          r_nextState = TX_START_BIT;
        end
        else begin
          r_nextState = IDLE;
        end
      end
      TX_START_BIT: begin
        if (r_clkCounter < CLK_DIVIDER-1) begin
          r_nextState = TX_START_BIT;
        end
        else begin
          r_nextState = TX_DATA_BITS;
        end
      end
      TX_DATA_BITS: begin
        if (r_txBitIdx == 7 && r_clkCounter == CLK_DIVIDER-1) begin
            r_nextState = TX_STOP_BIT;
        end
        else begin
          r_nextState = TX_DATA_BITS;
        end
      end
      TX_STOP_BIT: begin
        if (r_clkCounter < CLK_DIVIDER-1) begin
          r_nextState = TX_STOP_BIT;
        end
        else begin
          r_nextState = DONE;
        end
      end
      DONE: begin
        r_nextState = IDLE;
      end
      default: begin
        r_nextState = IDLE;
      end
    endcase
  end
endmodule

===== design/flow/run.sh =====
#!/bin/bash
# OpenROAD 26Q1-2900-gdf79404cd8, Yosys 0.63+post, stock flow scripts
make -C /OpenROAD-flow-scripts/flow DESIGN_CONFIG=/design/flow/config.mk WORK_HOME=/design/flow/orfs finish

==> qor.txt <==
pwr dens - 328.7 nW/µm²
RSZ-0062 raised after global routing - false
Net Switching - 259.9 µW
Pre-Place Util - 0.3141
min-delay worst type - register to register
OpenROAD warning count - 29
Placer Congestion - 0.8224
pre-CTS WS - 2201 ps
1st-pass router iterations - 4
Yosys warnings - 2
sw frac - 0.1911
sequential share of power - 0.458
CTS buffer count - 9
Total Power - 1.360 mW
combinational power share - 0.014
Top cell area share - 0.4508
VDD IR-drop max - 230.3 µV
DP Wirelength - 4.784 mm
Main synth FF type - dfrtp_1
initial antenna violation count - 0
Max Root-Sink Buffers - 2
Finish-stage setup viols - 0
die area - 12,660 µm²
fin util - 0.3548
post-CTS setup buffers - 0
Yosys chip area - 3664 µm²
crit path time final - 2253 ps
critical path data arrival time - 2490 ps
number of global-route vias before repair - 2,614
num rows - 39
ratio of cells with drive above 1 in the final layout - 0.1123
Starting DRT DRC Count - 113
kind of critical path - register to register
crit-path cells - or4_1, a21o_1, a32oi_4, or2b_1, a31oi_1
worst hold start - TX.r_currentState[2]$_DFF_PP0_
synth top area cells - dfrtp_1 (45%), o21ai_0 (4.5%), nand2_1 (3.8%), ha_1 (3.4%), mux2_2 (3.1%)
CORE AREA - 11,660 µm²
I/O Pins - 4
fmax - 443.9 MHz
CTS root buffer - clkbuf_16
hold_ws - 440.5 ps
first-pass GRT wire length - 12.74 mm
worst clock skew - 5.566 ps
reg2reg end - TX.r_clkCounter[10]$_DFFE_PP0P_
flops & latches, synth - 69
via-per-instance ratio - 5.217
Overflow after GRT - 0
CTS Sinks - 69
hold depth - 1
nature of the critical path startpoint - register
Max-slew headroom - 0.5666
final setup margin - 2247 ps
# Cells Yosys - 371
Crit Path Max Fanout - 23
diode count - 0
Worst-path clk slew - 50 ps
Worst-Skew Late Latency - 320 ps
WP data required - 4740 ps
Worst R2R Path Depth - 5
status - finished, final reports clean
Post-synth EDFFs - 0
WL per Instance - 13.65 µm
Cell Int Power - 1.100 mW
Cell Type Count - 53
P&R area growth vs syn - 12.94%
most frequent cell after synthesis - dfrtp_1
die height - 112.5 µm
CTS Hold Bufs - 0
flop2flop setup slack - 2250 ps
register area share after synthesis - 0.4723
leakage power - 1.744 nW
H-tree lvl count - 3
CTS tree - done
Die W - 112.5 µm
PostCTS Resize Cnt - 0
area leader, netlist - dfrtp_1
Cells after Synth - 371
drc violations - 0
number of nets with antenna violations after routing - 0
Port Buf Inserts - 3
Clock Power Share - 0.528
vias - 2,744
Syn Std Cell Area - 3664 µm²
reg2reg start - TX.r_clkCounter[8]$_DFFE_PP0P_
worst slew pin tran - 650.0 ps
slowest cell on the critical path - or4_1
final hold violation count - 0
period utilization - 0.5006
Total GRT Usage - 0.1233
final WL - 7.179 mm
ys async rst share - 1.000
largest net degree at the start of global routing - 50
Slew Limit Fails - 0
setup TNS - 0 ps
Hold EP - TX.r_currentState[0]$_DFF_PP1_
critical path endpoint category - register
Syn Area/Cell - 9.875 µm²
CP peak stage delay - 560 ps
Commonest cells post-synth - dfrtp_1 (66), nand2_1 (37), o21ai_0 (33), inv_1 (29), nand3_1 (19)
MaxCap Viol Count - 0
==> layout by cell type, fill, tap and decap left out, drive strengths merged, types with 5 or more instances in the layout <==
master	netlist	final
a21oi	15	15
a31oi	6	6
a32o	6	6
and3	9	9
clkbuf	6	15
dfrtp	66	66
ha	10	10
inv	29	29
mux2	10	10
mux2i	7	7
nand2	37	37
nand2b	5	5
nand3	19	19
nor2	14	14
nor3	9	9
nor4	9	9
o21ai	36	36
o22ai	15	15
xor2	8	8
==> flip-flops by register name, indices dropped and copies added, names as in the netlist <==
name and flops:
RX.rClkCounter 14, TX.r_clkCounter 14, RX.dataRX 8, RX.rDataRX 8, TX.r_txData 8, RX.rState 5, TX.r_currentState 5, RX.rDataIdx 3
TX.r_txBitIdx 3, TX.r_bitTX 1
==> worst max-delay path: cells and delay by family, from the launching register on <==
family             cells  cell delay [ps]
AOI/OAI and AO/OA      3              910
DFF                    1              420
and+or+nand+nor        2              840
==> power by group through the flow <==
stage     sequential, mW  combinational, mW  clock [mW]
6_report           0.623             0.0190       0.718
5_1_grt            0.622             0.0224       0.761
4_1_cts            0.623             0.0203       0.735
==> logic make-up (layout without fill, tap and decap cells) <==
group,after synthesis,count (layout),share of synthesized area
and+or+nand+nor,122,122,0.1708
AOI/OAI and AO/OA,100,100,0.1844
DFF,69,69,0.4723
buffers and inverters,39,51,0.04747
muxes,19,19,0.06216
xor gates and xnor gates,12,12,0.02869
adders and majority gates,10,10,0.03415
==> metal layers <==
metal / track usage / vias up / share of wire
met2: 0.1905 / 42 / 0.47
li1: - / 1380 / -
met4: 0.02133 / 0 / 0.013
met3: 0.01376 / 10 / 0.027
met1: 0.1953 / 1312 / 0.49
met5: 0 / - / 0
==> stage by stage <==
step,instance area (µm²),std cells
global placement,3830,510
finish,4138,526
CTS,4138,526
global route,4138,526
detailed placement,3830,510
floorplan,3664,371
==> layout make-up <==
class / count / area (µm²)
fillers: 1121 / 7525
multi-input cells: 263 / 1759
flip-flops and latches: 69 / 1730
clock buffers: 15 / 277.8
well taps: 143 / 178.9
inverters: 29 / 108.9
repair buffers: 6 / 52.55
clock inverters: 1 / 30.03
==> how the worst max path moves through the flow <==
| stage | startpoint | to |
|---|---|---|
| CTS | TX.r_clkCounter[8]$_DFFE_PP0P_ | TX.r_clkCounter[10]$_DFFE_PP0P_ |
| global route | RX.rClkCounter[12]$_DFFE_PP0P_ | RX.rClkCounter[2]$_DFFE_PP0P_ |
| finish | TX.r_clkCounter[8]$_DFFE_PP0P_ | TX.r_clkCounter[10]$_DFFE_PP0P_ |
Power and IR drop assume default switching activity.
