## design/flow/design.v

```verilog
module counterNBits
#(
  parameter nBits = 27
)
(
  input clk,
  input rst,
  input en,
  output [nBits-1:0] counter
);
  wire [nBits-1:0] wt;
  wire [nBits-1:0] wAnd;
  assign wAnd[0] = en;
  ffT FFT(.clk(clk), .rst(rst), .t(wAnd[0]), .q(wt[0]));
  genvar i;
  generate
    for (i = 1; i < nBits; i = i + 1) begin
      assign wAnd[i] = wAnd[i-1] & wt[i-1];
      ffT FFT(.clk(clk), .rst(rst), .t(wAnd[i]), .q(wt[i]));
    end
  endgenerate
  assign counter = wt;
endmodule  
module ffT
(
  clk,
  rst,
  t,
  q,
  q_n
);
  input clk;
  input rst;
  input t;
  output reg q;
  output reg q_n;
  always @ (posedge clk or negedge rst) begin
    if (!rst) begin
      q = 1'b0;
      q_n = 1'b1;
    end
    else begin
      if (t) begin
        q = ~q;
        q_n = ~q;
      end
      else begin
        q = q;
        q_n = q;
      end
    end
  end
endmodule
```

## design/flow/run.sh

```bash
#!/bin/bash
# OpenROAD 26Q1-2900-gdf79404cd8, Yosys 0.63+post, stock flow scripts
make -C /OpenROAD-flow-scripts/flow DESIGN_CONFIG=/design/flow/config.mk WORK_HOME=/design/flow/orfs finish
```

## design/flow/config.mk

```make
export PLATFORM = sky130hd
export DESIGN_NAME = counterNBits
export DESIGN_NICKNAME = counterNBits
export VERILOG_FILES = /design/flow/design.v
export SDC_FILE = /design/flow/constraint.sdc
export NUM_CORES = 4
export LEC_CHECK = 1
export CORE_AREA = 10 10 113 113
export DIE_AREA = 0 0 123 123
```

## design/flow/constraint.sdc

```tcl
current_design counterNBits

set clk_period 3.9
set clk_io_pct 0.2

create_clock -name clk0 -period $clk_period [get_ports {clk}]

set non_clock_inputs [all_inputs -no_clocks]
set_input_delay [expr $clk_period * $clk_io_pct] -clock clk0 $non_clock_inputs
set_output_delay [expr $clk_period * $clk_io_pct] -clock clk0 [all_outputs]
```

==> metrics.cfg <==
[outcome]
status=finished, final reports clean

[synth]
ys_seq_share=0.498
syn_avg_cell_area_um2=10.9
ys.flops=27
ys_warn_count=1
yosysUniqueCellTypes=13
ys_cells=124
synth-area-yosys_um2=1360
synthCells=124
syn-cell-area_um2=1360

[critical_path]
crit_path_cell_trace=clkdlybuf4s50_1, and4_1, and4_1, nand3_1, xnor2_1
worstPathArrival_ns=2.46
critPathLaunchType=input pin
slowest_delay_ns=0.53
worstPathRequired_ns=4.07
endpoint_kind=register
crit_top_cell=and4_1
slowest_stage=clkdlybuf4s50_1
critPathBufInv=1
crit_type=in -> reg
cp_top_family=simple AND/OR/NAND/NOR gates
crit_fanout=14

[route]
wl_met1_mm=1.18
antenna_cells=0
drt_wl_total_mm=2.69
drtAntennaViolNets=0
via_count=766
dr.first_iter.drc_count=52
avgRoutedWirePerCell_um=10.3
first_pass_iters=4
wl_met3_um=247
drc_errors=0
vias_per_cell=2.92
dr_wl_met2_mm=1.24
top_layer_used=met4

[pwr]
power.net_switching_w=0.000162
cellLeakagePower_nw=0.632
p_seq_frac=0.562
powerDensity_nw_per_um2=387
sw_frac_of_total=0.257
ir_worst_vdd_mv=0.142
total_power_w=0.000632
clock_power_share=0.256
power.internal_w=0.000470
comb_power_share=0.182

[floorplan]
io_pins=30
dieHeight_um=123
core-area_um2=10300
die_area_um2=15100
rows=37
fp_util=0.131
fp.dieW_um=123

[clock_tree]
path_clk_slew_ns=0.10
clk_path_buf_depth=2
cts_setup_buffers=0
cts_root_buf=clkbuf_8
cts_buffers=3
clk_latency_ns=0.27
cts_tree=done
clock-sinks=27
htreeDepth=1
cts_resized=0
cts_hold_buf=0

[sta]
finClkSkew_ns=0.00895
hold_violations=0
setup_viol=0
setup_tns_ns=0
slew_viol_final=0
fin_crit_ns=2.30
setup_ws_ns=1.60
slew_headroom=0.712
worstMarginPinSlew_ns=0.432
clock.fmax_mhz=435
rsz0062_at_grt=false
finalClockPeriodUsage=0.589

[placed_design]
routabilityCongestion=0.719
dp_cells=258
io_buffers=29
dp_hpwl_mm=2.10
pre_cts_slack_ns=1.29

[run]
drv_cap=0
warning_count=25

[final_layout]
fin_util=0.158
drive_gt1_frac=0.0397
area_delta_synth_final_pct=20.5
fillerInstances=1125
stdcell_count=262

[grt]
grt_max_degree=28
gr-usage-all-layers=0.0373
overflow=0
grt_pass1_wl_mm=4.40
antenna_found_initial=0
grt_pass1_vias=769

[worst_hold_path]
hold_class=reg -> reg

==> state kept, by name, indices dropped and copies added (netlist names) <==
signal,flops
FFT.q,1
genblk1.FFT.q,26
==> per-layer routing <==
layer	GRT usage	vias to the layer above
li1	-	385
met1	0.0482	359
met2	0.0599	20
met3	0.0148	2
met4	0.00437	0
met5	0	-
==> path summary, 6_finish.rpt <==
check,start,endpoint,slack (ns),depth (start not counted)
min in group asynchronous,rst,genblk1[17].FFT.q$_DFFE_PN0N_,0.87,2
setup / recovery,en,genblk1[26].FFT.q$_DFFE_PN0P_,1.60,5
max in group asynchronous,rst,genblk1[6].FFT.q$_DFFE_PN0N_,2.76,2
setup reg to reg,FFT.q$_DFFE_PN0P_,genblk1[26].FFT.q$_DFFE_PN0P_,2.23,4
hold reg to reg,genblk1[26].FFT.q$_DFFE_PN0P_,genblk1[26].FFT.q$_DFFE_PN0P_,0.49,1
hold / removal,genblk1[26].FFT.q$_DFFE_PN0P_,genblk1[26].FFT.q$_DFFE_PN0P_,0.49,1
==> cells in the mapped netlist, drive strengths merged <==
cell	number	area (um^2)
nand4	6	37.5
buf	32	239
nand2	10	37.5
and4	5	43.8
xnor2	23	201
dfrtp	27	676
nor2	2	7.51
inv	1	3.75
nand3	9	45.0
xor2	4	35.0
and3	5	31.3
==> worst reg2reg max path, delay by kind of cell (launching register included) <==
kind          cells  cell delay, ns
flops             1            0.42
simple gates      3            0.98
xor+xnor          1            0.16
==> logic make-up (layout without fill, tap and decap cells) <==
| logic type | count (synthesis) | after routing | share of synthesized area |
|---|---|---|---|
| and+or+nand+nor | 37 | 37 | 0.149 |
| buffers and inverters | 33 | 35 | 0.179 |
| xor gates and xnor gates | 27 | 27 | 0.174 |
| DFF | 27 | 27 | 0.498 |
==> power groups by stage <==
| stage | Clock [W] | Sequential [W] | Combinational (W) |
|---|---|---|---|
| CTS | 0.000173 | 0.000355 | 0.000122 |
| global route | 0.000186 | 0.000363 | 0.000127 |
| finish | 0.000162 | 0.000355 | 0.000115 |
==> layout make-up <==
type | instances | area, um^2 | share of cell area
inverters | 1 | 3.75 | 0.00230
multi-input cells | 64 | 439 | 0.269
well taps | 136 | 170 | 0.104
clock buffers | 3 | 41.3 | 0.0252
repair buffers | 30 | 298 | 0.182
flip-flops and latches | 27 | 676 | 0.413
clock inverters | 1 | 7.51 | 0.00459
==> metrics by stage <==
step,instance area (um^2),hold slack (ns)
6_report,1640,0.488
5_1_grt,1640,0.520
4_1_cts,1640,0.492
3_5_place_dp,1590,0.472
3_3_place_gp,1590,0.470
2_1_floorplan,1360,0.447
==> layout by cell type, fill, tap and decap left out <==
master	count
and3_1	5
and4_1	5
buf_4	1
clkbuf_8	3
clkdlybuf4s50_1	29
clkinvlp_4	1
dfrtp_1	27
inv_1	1
nand2_1	10
nand3_1	9
nand4_1	6
nor2_1	2
xnor2_1	23
xor2_1	4
Power and IR drop assume default switching activity.
